--- ./config.mk ---
export PLATFORM = sky130hd
export DESIGN_NAME = car_parking_system
export DESIGN_NICKNAME = car_parking_system
export VERILOG_FILES = /design/flow/design.v
export SDC_FILE = /design/flow/constraint.sdc
export NUM_CORES = 4
export LEC_CHECK = 1
export CORE_AREA = 10 10 70 70
export DIE_AREA = 0 0 80 80
--- ./constraint.sdc ---
current_design car_parking_system

set clk_period 2.2
set clk_io_pct 0.2

create_clock -name clk0 -period $clk_period [get_ports {Bs}]
create_clock -name clk1 -period $clk_period [get_ports {clk}]

set non_clock_inputs [all_inputs -no_clocks]
set_input_delay [expr $clk_period * $clk_io_pct] -clock clk0 $non_clock_inputs
set_output_delay [expr $clk_period * $clk_io_pct] -clock clk0 [all_outputs]
--- ./design.v ---
`timescale 1ns/1ps
module car_parking_system(Fs, Bs, P4, P3, P2, P1, clk, reset, gLED, rLED, carCount);
    input Fs;  
    input Bs;  
    input [3:0] P4, P3, P2, P1;  
    input clk;
    input reset;
    output wire gLED, rLED;  
    output reg [3:0] carCount;
    parameter IDLE = 3'b000;
    parameter WAIT_FOR_PASSWORD = 3'b001;
    parameter DENIED_PASS = 3'b010;
    parameter ACCEPT_PASS = 3'b011;
    parameter STOP = 3'b100;
    reg [2:0] currState, nextState;
    reg gLamp, rLamp;
    always @(posedge clk or negedge reset)
    begin
        if(~reset)
        begin
            currState = IDLE;
            carCount = 4'b0000;
        end
        else
            currState = nextState;
    end
    always @(posedge Bs)
    begin
        carCount = carCount + 1;
    end
    always @(*)
    begin
        case(currState)
            IDLE:
            begin
                if(Fs == 1)
                begin
                    nextState = WAIT_FOR_PASSWORD;
                end
                else
                    nextState = IDLE;
            end
            WAIT_FOR_PASSWORD:
            begin
                if(countWait <= 3)
                    nextState = WAIT_FOR_PASSWORD;
                else
                begin
                    if((P4 == 4'b0001) && (P3 == 4'b0010) && (P2 == 4'b0011) && (P1 == 4'b0100))
                        nextState = ACCEPT_PASS;
                    else
                        nextState = DENIED_PASS;
                end
            end
            DENIED_PASS:
            begin
                if((P4 == 4'b0001) && (P3 == 4'b0010) && (P2 == 4'b0011) && (P1 == 4'b0100))
                    nextState = ACCEPT_PASS;
                else
                    nextState = DENIED_PASS;
            end
            ACCEPT_PASS:
            begin
                if(Fs == 1 && Bs == 1)
                    nextState = STOP;
                else if(Bs == 1)
                begin
                    nextState = IDLE;
                end
                else if((P4 == 4'b0001) && (P3 == 4'b0010) && (P2 == 4'b0011) && (P1 == 4'b0100))
                    nextState = ACCEPT_PASS;
                else
                    nextState = DENIED_PASS;
            end
            STOP:
            begin
                if((P4 == 4'b0001) && (P3 == 4'b0010) && (P2 == 4'b0011) && (P1 == 4'b0100))
                    nextState = ACCEPT_PASS;
                else
                    nextState = DENIED_PASS;
            end
            default: nextState = IDLE;
        endcase
    end
    always @(posedge clk)
    begin
        case(currState)
            IDLE:
            begin
                gLamp = 1'b0;
                rLamp = 1'b0;
            end
            WAIT_FOR_PASSWORD:
            begin
                gLamp = 1'b0;
                rLamp = 1'b1;
            end
            DENIED_PASS:
            begin
                gLamp = 1'b0;
                rLamp = ~rLamp;
            end
            ACCEPT_PASS:
            begin
                gLamp = ~gLamp;
                rLamp = 1'b0;
            end
            STOP:
            begin
                gLamp = 1'b0;
                rLamp = ~rLamp;
            end
        endcase
    end
    assign gLED = gLamp;
    assign rLED = rLamp;
endmodule
--- ./run.sh ---
#!/bin/bash
# OpenROAD 26Q1-2900-gdf79404cd8, Yosys 0.63+post, stock flow scripts
make -C /OpenROAD-flow-scripts/flow DESIGN_CONFIG=/design/flow/config.mk WORK_HOME=/design/flow/orfs finish
==> results.yml <==
# physical design summary
run_status:
  run_status: "completed"
critical_path:
  cpMaxStageDelayCell: "clkbuf_4"
  critical_path.endpoint_type: "flip-flop"
  cp_data_arrival_time_ns: 1.69
  startpoint: "Bs"
  cp_top_family: "buffers and inverters"
  cp_cell_sequence: "clkbuf_4 > clkbuf_4 > clkbuf_4 > inv_1 > a21oi_1 > nor2b_1"
  timing.critical_path.fanout_max: 2
  critical-path-max-stage-delay_ns: 0.12
  worstPathBufferInverterCount: 4
  startpoint_type: "clock port"
  timing_worst_setup_path_type: "clock port to flip-flop"
  path_common_cell: "clkbuf_4"
  rr_startpoint: "currState[1]"
  worstPathRequired_ns: 2.38
place:
  portBuffers: 20
  globalplace.congestion: 0.733
  detailed_place.area_um2: 583
  setup_slack_placement_ns: 0.601
  place.detailed.instances: 97
layout:
  synthToLayoutAreaGrowth_pct: 91.3
  final_core_utilization_pct: 19.3
  nFillCells: 384
  postLayoutCellArea_um2: 658
  fraction_of_final_layout_cells_sized_beyond_drive_strength_1_pct: 17.7
  regArea_um2: 186
  stdcell_count: 108
  comb_area_um2: 135
power:
  vdd_ir_drop_max_mv: 0.286
  power_density_nw_per_um2: 950
  post-layout-total-power_mw: 0.625
  cellLeakagePower_nw: 0.272
drt:
  vias_per_cell: 3.38
  final_antenna_net_count: 0
  route.antenna.diode_count: 0
  wl_per_cell_um: 9.45
  drc: 0
  detailroute.via_count: 365
  detailedRoute.firstPassIterationCount: 3
  first_iter_violations: 26
  wl_um: 1020
grt:
  global_route.usage.total_pct: 3.42
  globalRoute.totalOverflow: 0
  antenna_found_initial: 0
  grt_start_max_net_pins: 7
  grt_pass1_wl_um: 1670
  grt_pass1_vias: 478
sta:
  setup_viol: 0
  setup-tns-final_ns: 0
  timing.final.max_slew_violations: 0
  hold_violations: 0
  final_setup_margin_ns: 0.693
  fin_skew_ns: 0.00377
  final.hold.worst_slack_ns: 0.169
  grt_setup_unrepaired: "no"
synth:
  yosysChipArea_um2: 344
  synth_stat.cells: 32
  mappedNetlistArea_um2: 344
  postSynthSeqShare_pct: 54.2
  syn_avg_cell_area_um2: 10.8
  yosys.cell_types.count: 17
  synth.yosys.warnings: 11
  synth_flop_count: 7
  synth_cells: 32
cts:
  clkSinkCount: 7
  cts_repair_resize_count: 0
  holdBufCountCts: 0
  post_cts.repair.setup_buffers: 0
  cts.reportedPaths.clkPinSlew_ns: 0.05
  tritoncts: "done"
floorplan:
  design.die.area_um2: 6400
  die_height_um: 80
  initCoreUtil_pct: 10.1
  num_io_pins: 26
  core.rowCount: 21
  placeableCoreArea_um2: 3420
  die_w_um: 80
run:
  max_cap_violations: 0
  warning_count: 29
hold_path:
  hold_path.class: "clock port to flip-flop"
  hold_path_startpoint: "Bs"
[final timing paths]
check,cells after the start,slack (ns),end
max in group clk0,1,0.70,gLED
min in group asynchronous,1,0.40,currState[3]
hold reg to reg,1,0.50,currState[3]
setup reg to reg,2,0.92,gLamp
min in group clk0,1,1.49,rLED
max in group asynchronous,1,1.55,currState[0]
hold / removal,3,0.17,currState[1]
setup / recovery,6,0.69,currState[2]
[flip-flops by register name (all words and copies together) (netlist names)]
name,flops
gLamp,1
currState,5
rLamp,1
[worst register-to-register path: stages, from the launching register on]
cell and delay, ns:
dfrtp_1 0.35, or2_4 0.27, or4_1 0.41
[cell type report]
| class | count | area share (%) |
|---|---|---|
| Clock buffer | 11 | 11.4 |
| Clock inverter | 1 | 0.570 |
| Multi-Input combinational cell | 23 | 20.5 |
| Sequential cell | 7 | 28.3 |
| Tap cell | 46 | 8.75 |
| Timing Repair Buffer | 20 | 30.4 |
[where the power goes]
part	switching, mW	internal [mW]
Clock	0.0996	0.204
Sequential	0.0171	0.180
Combinational	0.0360	0.0882
Total	0.153	0.473
[routing by layer]
| metal | share of wire [%] | track usage [%] | up-vias |
|---|---|---|---|
| li1 | - | - | 169 |
| met5 | 0 | 0 | - |
| met4 | 5.6 | 3.52 | 0 |
| met3 | 23 | 5.80 | 4 |
| met2 | 31 | 2.33 | 33 |
| met1 | 41 | 3.18 | 159 |
[cell families after synthesis]
family / after synthesis / share of synthesized area (%)
AND/OR/NAND/NOR: 15 / 28.4
buffers and inverters: 5 / 9.82
flip-flops: 7 / 54.2
AND-OR/OR-AND: 4 / 6.54
other: 1 / 1.09
[cells in the mapped netlist]
master    count  area (um^2)
a21o_1        1         7.51
a21oi_1       3         15.0
and3_1        1         6.26
and4b_1       1         10.0
buf_4         4         30.0
conb_1        1         3.75
dfrtp_1       4          100
dfstp_2       1         26.3
edfxtp_1      2         60.1
inv_1         1         3.75
nand4_1       1         6.26
nor2_1        4         15.0
nor2b_1       1         6.26
nor4_1        2         12.5
nor4b_1       2         17.5
or2_4         1         8.76
or4_1         2         15.0
[layout by cell type (no fill, tap or decap), drive strengths merged]
cell type | synthesis | layout
a21o | 1 | 1
a21oi | 3 | 3
and3 | 1 | 1
and4b | 1 | 1
clkbuf | 0 | 11
clkdlybuf4s50 | 0 | 20
conb | 1 | 4
dfrtp | 4 | 4
dfstp | 1 | 1
edfxtp | 2 | 2
inv | 1 | 1
nand4 | 1 | 1
nor2 | 4 | 4
nor2b | 1 | 1
nor4 | 2 | 2
nor4b | 2 | 2
or2 | 1 | 1
or4 | 2 | 2
Power is estimated from default activity; no workload was simulated.
